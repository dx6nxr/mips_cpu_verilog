## design/flow/design.v

```verilog
module Division(
	input         clock,
	input         start,
	input  [N-1:0] a,
	input  [N-1:0] b,
	output [N-1:0] q,
	output [N-1:0] r
);
parameter N = 32;
reg [N-1:0] R, B, Q;
integer counter;
assign q = Q;
assign r = R;
  always @(posedge clock) begin
      if (start) begin
		counter = N;
		R <= 0;
		B <= b;
		Q <= a;
	  end
	  else if (counter >= 0) begin
		counter = counter - 1;
		R = {R[N-2:0], a[counter]};
			if (R < B) begin
				Q[counter] = 1'b0;
			end
			else begin
				Q[counter] = 1'b1;
				R = R - B;
			end
	  end
  end
endmodule
```

## design/flow/run.sh

```bash
#!/bin/bash
# OpenROAD 26Q1-2900-gdf79404cd8, Yosys 0.63+post, stock flow scripts
make -C /OpenROAD-flow-scripts/flow DESIGN_CONFIG=/design/flow/config.mk WORK_HOME=/design/flow/orfs finish
```

## design/flow/config.mk

```make
export PLATFORM = sky130hd
export DESIGN_NAME = Division
export DESIGN_NICKNAME = Division
export VERILOG_FILES = /design/flow/design.v
export SDC_FILE = /design/flow/constraint.sdc
export NUM_CORES = 4
export LEC_CHECK = 1
export CORE_UTILIZATION = 50
```

## design/flow/constraint.sdc

```tcl
current_design Division

set clk_period 23.0
set clk_io_pct 0.2

create_clock -name clk0 -period $clk_period [get_ports {clock}]

set non_clock_inputs [all_inputs -no_clocks]
set_input_delay [expr $clk_period * $clk_io_pct] -clock clk0 $non_clock_inputs
set_output_delay [expr $clk_period * $clk_io_pct] -clock clk0 [all_outputs]
```

==> results.yml <==
# flow metrics
status:
  run_status: "complete, no violations"
sta:
  max_freq_mhz: 108
  maxSlewHeadroom_pct: 49.3
  tightest_slew_ns: 0.754
  setup_viol: 0
  clock_skew_ns: 0.0108
  slew_violations: 0
  finalClockPeriodUsage_pct: 40.3
  fin_setup_tns_ns: 0
  rsz0062_at_grt: "no"
  min_period_ns: 9.27
  hold_viol_final: 0
pwr:
  powerDensity_nw_per_um2: 126
  p_sw_share_pct: 47.6
  p_seq_share_pct: 22.8
  p_int_w: 0.000768
  static-leakage-power_nw: 4.24
  clkPwrFrac_pct: 18.1
  p_comb_share_pct: 59.1
  ir_drop_uv: 72.3
  p_switching_w: 0.000698
yosys:
  yosys_area_um2: 9650
  flop_cell: "edfxtp_1"
  synth_area_leader_cell: "edfxtp_1"
  synth_area_um2: 9650
  yosys_warnings: 1
  area_leaders: "edfxtp_1 20%, dfxtp_1 13%, xnor2_1 6.0%"
  synth-edff-count: 64
  syn-instance-count: 1156
  ys_seq_share_pct: 33.2
  synth_area_per_cell_um2: 8.35
  async_flop_share_pct: 0
  yosysCellCount: 1156
  top_area_share_pct: 19.9
  yosys.cell_types.count: 82
  ys.flops: 128
hold_path:
  min_path_cells: 2
  hp-class: "reg2reg"
clock_tree:
  ctsHoldBuffers: 0
  clock_latency_ns: 0.41
  cts_inserted_buffers: 17
  cts_tree: "yes"
  cts_resized: 0
  cts.htree.levels: 4
  clockBufferDepth: 2
  ctsRootBufferMaster: "clkbuf_16"
  postCtsSetupBuffers: 0
  clk_pin_slew_ns: 0.06
  cts_sinks: 128
setup_path:
  reg2regPathDepth: 18
  cpPeakStageDelay_ns: 0.63
  crit_arrival_ns: 9.54
  worst_ep_required_time_ns: 23.27
  cp_max_fo: 4
  path_common_cell: "mux4_2"
  path_cells: "clkdlybuf4s50_1, mux4_2, mux4_2, mux2_2, nand2_1, ha_1, nor2b_1, o21a_1, o21ai_0, a211o_1, a21boi_0, a311oi_1, o311ai_0, and3b_1, or4b_2, nand3_1, o22ai_1"
  criticalPathCategory: "in2reg"
  cpMaxStageDelayCell: "or4b_2"
  critPathTopFamily: "AND-OR/OR-AND gates"
  worst_setup_path_end_kind: "register"
  cp.depth: 17
  cp-start-kind: "primary input"
  path_buffers: 1
die:
  die_x_um: 141
  io_pins: 130
  fp.coreArea_um2: 18800
  fp_util_pct: 51.3
  row_count: 50
  die_h_um: 141
  die_area_um2: 19900
routing:
  finalWirelength_um: 24900
  drtIter0Drc: 570
  n_antenna_cell: 0
  num_vias: 8818
  drc_errors: 0
  vias_per_cell: 5.81
  dr.pass1.iters: 5
  ant_nets: 0
  wire_per_inst_um: 16.4
global_route:
  grt_max_degree: 68
  grt_usage_pct: 27.1
  grt_pass1_wl_um: 41700
  antenna_found_initial: 0
  gr-total-overflow: 0
  grt_pass1_vias: 8120
placement:
  dp_cells: 1485
  io_buffer_count: 129
  place.gp.congestion: 0.909
  dp_hpwl_um: 17600
cells_and_area:
  instances_no_fill: 1517
  post_route_cells_drive_above_1_share_pct: 7.48
  area_growth_pct: 20.5
flow_run:
  drv_cap: 0
  warning_count: 27
## routing by layer
| layer | track usage (%) | routed length (µm) |
|---|---|---|
| met2 | 41.3 | 11300 |
| met3 | 4.81 | 1370 |
| met4 | 4.46 | 438 |
| met5 | 0 | 0 |
| met1 | 42.5 | 11800 |
## power groups by stage
stage	clock network, W	registers [W]	logic (W)
4_1_cts	0.000271	0.000334	0.000861
6_report	0.000266	0.000334	0.000868
5_1_grt	0.000282	0.000342	0.000952
## worst paths after layout
check               end  slack, ns  startpoint
setup reg to reg  R[31]      17.09  counter[1]
hold reg to reg   R[10]       0.51       R[10]
hold / removal    R[10]       0.51       R[10]
setup / recovery  R[31]      13.73       a[16]
## through the flow
stage               worst slack (ns)  power (W)  util (%)  hold slack, ns  cell area [µm²]
finish                         13.73    0.00147      61.8           0.514            11600
global route                   13.42    0.00158      61.8           0.540            11600
CTS                            13.75    0.00147      61.8           0.518            11600
detailed placement             13.32    0.00119      58.7           0.509            11100
global placement               13.42    0.00119      58.7           0.498            11100
floorplan                      14.44   0.000980         -           0.458             9650
## logic make-up (layout without fill, tap and decap cells)
group	after synthesis	count (layout)	share of synthesized area, %
simple gates	482	482	26.1
compound gates	268	268	18.5
flops	128	128	33.2
buf+inv	128	229	5.48
xor+xnor	100	100	9.15
fa+ha+maj	35	35	4.62
mux	15	15	2.99
## cells in the mapped netlist (20+ instances only)
cell type and number:
nor4_1 20, clkbuf_1 54, o21ai_0 31, xor2_1 33
dfxtp_1 64, edfxtp_1 64, nand4_1 39, a311oi_1 20
ha_1 34, nand3_1 24, nor3_1 42, nand2_1 152
a21oi_1 56, xnor2_1 66, o21ai_1 47, inv_1 53
nor2_1 105
## cells in the final DEF (no fill, tap or decap), drive strengths merged, types with 12 or more instances in the layout
cell	count
nand2	152
nor2	105
xor2	33
a311oi	20
a21oi	56
clkdlybuf4s50	128
clkbuf	21
xnor2	67
a21o	15
o21ai	81
or3	16
nor4	26
inv	57
nand4	42
edfxtp	64
dfxtp	64
buf	15
nand2b	12
nand3	25
ha	34
nor3	43
## layout make-up
type                    instances  area [µm²]
flip-flops and latches        128        3200
clock inverters                11         103
well taps                     260         325
fillers                      1621        7200
inverters                      54         203
clock buffers                  21         472
multi-input cells             900        5930
repair buffers                143        1390
## worst register-to-register path: cells and delay by family (launching register included)
| kind | cells | cell delay, ns |
|---|---|---|
| AOI/OAI and AO/OA | 7 | 1.81 |
| muxes | 3 | 1.22 |
| and+or+nand+nor | 5 | 1.19 |
| adders and majority gates | 2 | 0.98 |
| DFF | 1 | 0.46 |
| buffers and inverters | 1 | 0.10 |
Power and IR drop assume default switching activity.
